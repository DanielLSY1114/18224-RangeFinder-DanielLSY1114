## run.sh

```bash
#!/bin/bash
# OpenROAD 26Q1-2900-gdf79404cd8, Yosys 0.63+post, stock flow scripts
make -C /OpenROAD-flow-scripts/flow DESIGN_CONFIG=/design/flow/config.mk WORK_HOME=/design/flow/orfs finish
```

## config.mk

```make
export PLATFORM = sky130hd
export DESIGN_NAME = toplevel_chip
export DESIGN_NICKNAME = toplevel_chip
export VERILOG_FILES = /design/flow/design.v
export SDC_FILE = /design/flow/constraint.sdc
export NUM_CORES = 4
export LEC_CHECK = 1
export CORE_UTILIZATION = 40
```

## constraint.sdc

```tcl
current_design toplevel_chip

set clk_period 7.0
set clk_io_pct 0.2

create_clock -name clk0 -period $clk_period [get_ports {io_in}]

set non_clock_inputs [all_inputs -no_clocks]
set_input_delay [expr $clk_period * $clk_io_pct] -clock clk0 $non_clock_inputs
set_output_delay [expr $clk_period * $clk_io_pct] -clock clk0 [all_outputs]
```

## design.v

```verilog
`default_nettype none
module RangeFinder
  #(parameter WIDTH=16)
   (input logic [WIDTH-1:0] data_in,
    input logic clock, reset,
    input logic go, finish,
    output logic [WIDTH-1:0] range,
    output logic debug_error);
  logic AltB_max, AltB_min;
  logic [WIDTH-1:0] min;
  logic [WIDTH-1:0] max;
  logic en_min, en_max, clr_min, clr_max;
  RF_datapath #(WIDTH) datapath(.*);
  RF_fsm #(WIDTH) fsm(.*);
endmodule: RangeFinder
module RF_datapath
  #(parameter WIDTH=16)
   (input logic [WIDTH-1:0] data_in,
    input logic clock, reset,
    output logic AltB_min, AltB_max,
    output logic [WIDTH-1:0] min,
    output logic [WIDTH-1:0] max,
    input logic en_min, en_max, clr_min, clr_max);
  Register #(WIDTH) reg_min(.D(data_in), .en(en_min), .clear(clr_min),
                            .clock(clock), .Q(min));
  Register #(WIDTH) reg_max(.D(data_in), .en(en_max), .clear(clr_max),
                            .clock(clock), .Q(max));
  MagComp #(WIDTH) comp_min(.AltB(AltB_min), .AeqB(), .AgtB(),
                            .A(data_in), .B(min));
  MagComp #(WIDTH) comp_max(.AltB(AltB_max), .AeqB(), .AgtB(),
                            .A(max), .B(data_in));
endmodule: RF_datapath
module RF_fsm
  #(parameter WIDTH=16)
   (input logic go, finish,
    input logic [WIDTH-1:0] data_in,
    input logic clock, reset,
    output logic debug_error,
    input logic AltB_min, AltB_max,
    input logic [WIDTH-1:0] min,
    input logic [WIDTH-1:0] max,
    output logic [WIDTH-1:0] range,
    output logic en_min, en_max, clr_min, clr_max);
  enum logic [1:0] {IDLE,FAULT,S1,S2} cur_state, n_state;
  always_comb begin
    case(cur_state)
      IDLE: begin
        if(finish) begin
          n_state <= FAULT;
          debug_error <= 1;
          range <= 0;
          en_min <= 0;
          en_max <= 0;
          clr_min <= 1;
          clr_max <= 1;
        end
        else if(go) begin
          n_state <= S1;
          debug_error <= 0;
          range <= 0;
          en_min <= 1;
          en_max <= 1;
          clr_min <= 0;
          clr_max <= 0;
        end
        else begin
          n_state=IDLE;
          debug_error <= 0;
          range <= 0;
          en_min <= 0;
          en_max <= 0;
          clr_min <= 1;
          clr_max <= 1;
        end
      end
      FAULT: begin
        if(go) begin
          n_state <= S1;
          debug_error <= 1;
          range <= 0;
          en_min <= 1;
          en_max <= 1;
          clr_min <= 0;
          clr_max <= 0;
        end
        else begin
          n_state <= FAULT;
          debug_error <= 1;
          range <= 0;
          en_min <= 0;
          en_max <= 0;
          clr_min <= 1;
          clr_max <= 1;
        end
      end
      S1: begin
        if(finish && AltB_max) begin
          n_state <= S2;
          debug_error <= 0;
          range <= data_in - min;
          en_min <= 0;
          en_max <= 0;
          clr_min <= 1;
          clr_max <= 1;
        end
        else if(finish && AltB_min) begin
          n_state<=S2;
          debug_error <= 0;
          range <= max - data_in;
          en_min <= 0;
          en_max <= 0;
          clr_min <= 1;
          clr_max <= 1;
        end
        else if(finish) begin
          n_state<=S2;
          debug_error <= 0;
          range <= max - min;
          en_min <= 0;
          en_max <= 0;
          clr_min <= 1;
          clr_max <= 1;
        end
        else if(AltB_max) begin
          n_state<=S1;
          debug_error <= 0;
          range <= 0;
          en_min <= 0;
          en_max <= 1;
          clr_min <= 0;
          clr_max <= 0;
        end
        else if(AltB_min) begin
          n_state<=S1;
          debug_error <= 0;
          range <= 0;
          en_min <= 1;
          en_max <= 0;
          clr_min <= 0;
          clr_max <= 0;
        end
        else begin
          n_state<=S1;
          debug_error <= 0;
          range <= 0;
          en_min <= 0;
          en_max <= 0;
          clr_min <= 0;
          clr_max <= 0;
        end
      end
      S2: begin
        n_state <= IDLE;
        debug_error <= 0;
        range <= 0;
        en_min <= 0;
        en_max <= 0;
        clr_min <= 1;
        clr_max <= 1;
      end
    endcase
  end
  always_ff @(posedge clock, posedge reset) 
    if (reset) begin
      cur_state <= IDLE;
    end
    else 
      cur_state <= n_state;
endmodule: RF_fsm
module MagComp
  #(parameter WIDTH = 30)
  (output logic AltB, AeqB, AgtB,
   input logic [WIDTH-1:0] A,
   input logic [WIDTH-1:0] B);
  assign AltB= (A<B);
  assign AgtB= (A>B);
  assign AeqB= (A==B);
endmodule : MagComp
module Register
  #(parameter WIDTH = 3)
  (input logic [WIDTH-1:0] D,
   input logic en, clear,
   input logic clock,
   output logic [WIDTH-1:0] Q);
  always_ff @(posedge clock)
    if (en)
      Q <= D;
    else if (clear)
      Q <= 0;
endmodule: Register
`default_nettype none
module my_chip (
    input logic [11:0] io_in,  
    output logic [11:0] io_out,  
    input logic clock,
    input logic reset  
);
    logic [9:0] data_in;
    logic go, finish;
    logic [9:0] range;
    logic debug_error;
    RangeFinder #(10) dut (.data_in, .clock, .reset, .go, .finish, .range, .debug_error);
    assign io_in[9:0] = data_in;
    assign io_out[9:0] = range;
    assign io_out[12] = debug_error;
    assign io_in[10] = go;
    assign io_in[11] = finish;
endmodule
`default_nettype none
module toplevel_chip (
    input [13:0] io_in,
    output [13:0] io_out
);
    my_chip mchip (
        .io_in(io_in[11:0]),
        .io_out(io_out[11:0]),
        .clock(io_in[12]),
        .reset(io_in[13])
    );
    assign io_out[13:12] = 2'b00;
endmodule
```

==> notes.md <==
Figures from the flow reports.

Placement:
- The run puts the count of buffers from port buffering at 10.
- The run puts the setup slack after placement at -0.251 ns.
- Summed over all nets, the half-perimeter wirelength after detailed placement is 4800 um.
- The run puts the global placer's final weighted congestion at 0.909.

Floorplan:
- 28 I/O pins were placed.
- The run gives the initial cell density of the core as 0.422.
- The die is 81.7 um wide.
- The run puts the chip height at 81.7 um.
- The run gives the standard-cell row count as 28.

Synth:
- For this run, the chip area from Yosys synthesis comes to 2540 sq um.
- The run gives the share of the synthesized area in the top cell type as 0.236.
- The run gives the cell total in the yosys stat output as 283.
- The run puts the cell count after synthesis at 283.
- The run gives the library cell with the highest instance count after synthesis as ha_1.
- The run puts the register bit count reported by yosys at 24.
- By area the synthesized netlist is led by edfxtp_1 24%, ha_1 14%, and2_1 5.2%, inv_1 4.1%, xnor2_1 3.4%.
- The run gives the yosys warning tally as 6.
- For reference, the top cells by count after synthesis are 29 x ha_1, 28 x inv_1, 21 x and2_1.
- The run puts the fraction of registers with async set/reset at 0.167.
- The run gives the main flop type as edfxtp_1.
- The run gives the cell area after synthesis as 2540 sq um.
- The run gives the distinct cell type count after synthesis as 55.
- The run gives the average instance area after synthesis as 8.99 sq um.
- The run puts the count of flip-flops with a built-in enable after synthesis at 20.
- The run puts the portion of the post-synthesis area used by sequential elements at 0.276.
- The run gives the cell type with the highest aggregate area in the netlist as edfxtp_1.

Clocking:
- The run gives the quantity of hold-fixing buffers added after cts as 0.
- The run gives the count of instances resized after the clock tree is built as 75.
- The run puts the number of post-CTS setup repair buffers at 20.

Run status:
- The run stopped with a tool error.
- The run gives the stopping stage as 4_1_cts.
- The first error in the log reads "[ERROR DPL-0036] Detailed placement failed".
per-stage QoR:
step	utilization	TNS, ns	cells	area (sq um)
3_5_place_dp	0.448	-1.40	362	2700
3_3_place_gp	0.448	-1.40	362	2700
2_1_floorplan	-	0	286	2550
cells by family after synthesis:
| kind of cell | count (synthesis) | synth area share |
|---|---|---|
| buf+inv | 37 | 0.0615 |
| compound gates | 89 | 0.250 |
| mux | 4 | 0.0157 |
| xor+xnor | 16 | 0.0551 |
| flops | 24 | 0.276 |
| other cells | 1 | 0.00147 |
| simple gates | 80 | 0.174 |
| fa+ha+maj | 32 | 0.166 |
